==> design.v <==
module dff 
#(
    parameter bits = 8
)
(
    input logic clk,
    input logic rst,
    input logic [bits-1:0] d,
    output logic [bits-1:0] q
);
    always_ff @ (posedge clk) begin
        if(rst) begin
            q <= {bits{1'b0}};
        end
        else begin
            q <= d;
        end
    end
endmodule
module fsm
#(
	parameter words = 2,
	parameter addressWidth = $clog2(words),
	parameter latency = 6+words,  
    parameter cycleCounterWidth = $clog2(latency+1)
)
(
	input logic clk,
	input logic rst,
	input logic start,
	input logic interrupt,
	output logic S_AXIS_TREADY,
	input logic S_AXIS_TVALID,
	input logic S_AXIS_TLAST,
	input logic M_AXIS_TREADY,
	output logic M_AXIS_TVALID,
	output logic M_AXIS_TLAST,
	output logic fillingInputMemories,
	output logic [addressWidth-1:0] abcdeWriteAddress,
	output logic loadingWeights,
	output logic [addressWidth-1:0] eReadAddress,
	output logic validInputs,
	output logic [addressWidth-1:0] abcdReadAddress,
	output logic wxyzWriteEnable,
	output logic [addressWidth-1:0] wxyzWriteAddress,
	output logic [addressWidth-1:0] wxyzReadAddress
);
	typedef enum logic [1:0] {idleState=2'd0, fillingInputMemoriesState, loadingWeightsState, runningState} stateType;
	stateType currentState, nextState;
	dff #(2) state(clk, rst, nextState[1:0], currentState[1:0]);
    logic [addressWidth-1:0] abcdeWriteAddress_mux_out;
    logic [addressWidth-1:0] abcdeWriteAddress_dff_in;
    logic [addressWidth-1:0] abcdeWriteAddress_dff_out;
    dff #(addressWidth) dff_abcdeWriteAddress(clk, rst, abcdeWriteAddress_dff_in, abcdeWriteAddress_dff_out);
    assign abcdeWriteAddress = abcdeWriteAddress_dff_out;
    logic loadingWeights_dff_in;
    logic loadingWeights_dff_out;
    dff #(1) dff_loadingWeights(clk, rst, loadingWeights_dff_in, loadingWeights_dff_out);
    assign loadingWeights = loadingWeights_dff_out;
    logic [addressWidth-1:0] eReadAddress_dff_in;
    logic [addressWidth-1:0] eReadAddress_dff_out;
    dff #(addressWidth) dff_eReadAddress(clk, rst, eReadAddress_dff_in, eReadAddress_dff_out);
    assign eReadAddress = eReadAddress_dff_out;
    logic validInputs_dff_in;
    logic validInputs_dff_out;
    dff #(1) dff_validInputs(clk, rst, validInputs_dff_in, validInputs_dff_out);
    assign validInputs = validInputs_dff_out;
    logic [addressWidth-1:0] abcdReadAddress_dff_in;
    logic [addressWidth-1:0] abcdReadAddress_dff_out;
    dff #(addressWidth) dff_abcdReadAddress(clk, rst, abcdReadAddress_dff_in, abcdReadAddress_dff_out);
    assign abcdReadAddress = abcdReadAddress_dff_out;
    logic [cycleCounterWidth-1:0] cycleCounter_dff_in;
    logic [cycleCounterWidth-1:0] cycleCounter_dff_out;
    dff #(cycleCounterWidth) dff_cycleCounter(clk, rst, cycleCounter_dff_in, cycleCounter_dff_out);
    logic [addressWidth-1:0] wxyzWriteAddress_mux_out;
    logic [addressWidth-1:0] wxyzWriteAddress_dff_in;
    logic [addressWidth-1:0] wxyzWriteAddress_dff_out;
    dff #(addressWidth) dff_wxyzWriteAddress(clk, rst, wxyzWriteAddress_dff_in, wxyzWriteAddress_dff_out);
    assign wxyzWriteAddress = wxyzWriteAddress_dff_out;
    logic validOutputs_dff_in;
    logic validOutputs_dff_out_0;
    logic validOutputs_dff_out;
    dff #(1) dff_validOutputs_0(clk, rst, validOutputs_dff_in, validOutputs_dff_out_0);
    dff #(1) dff_validOutputs(clk, rst, validOutputs_dff_out_0, validOutputs_dff_out);
    logic [addressWidth-1:0] wxyzReadAddress_mux_out;
    logic [addressWidth-1:0] wxyzReadAddress_dff_in;
    logic [addressWidth-1:0] wxyzReadAddress_dff_out;
    dff #(addressWidth) dff_wxyzReadAddress(clk, rst, wxyzReadAddress_dff_in, wxyzReadAddress_dff_out);
    assign wxyzReadAddress = wxyzReadAddress_dff_out;
    always_comb begin
        abcdeWriteAddress_dff_in = {addressWidth{1'b0}};
        loadingWeights_dff_in = {1{1'b0}};
        eReadAddress_dff_in = {addressWidth{1'b0}};
        validInputs_dff_in = {1{1'b0}};
        abcdReadAddress_dff_in = {addressWidth{1'b0}};
        cycleCounter_dff_in = {cycleCounterWidth{1'b0}};
        wxyzWriteAddress_dff_in = {addressWidth{1'b0}};
        validOutputs_dff_in = {1{1'b0}};
        wxyzReadAddress_dff_in = {addressWidth{1'b0}};
        fillingInputMemories = 1'b0;
        wxyzWriteEnable = 1'b0;
        S_AXIS_TREADY = 1'b0;
        M_AXIS_TVALID = 1'b0;
        M_AXIS_TLAST = 1'b0;
        unique case(currentState)
            idleState: begin
                abcdeWriteAddress_dff_in = {addressWidth{1'b0}};
                loadingWeights_dff_in = {1{1'b0}};
                eReadAddress_dff_in = {addressWidth{1'b0}};
                validInputs_dff_in = {1{1'b0}};
                abcdReadAddress_dff_in = {addressWidth{1'b0}};
                cycleCounter_dff_in = {cycleCounterWidth{1'b0}};
                wxyzWriteAddress_dff_in = {addressWidth{1'b0}};
                validOutputs_dff_in = {1{1'b0}};
                wxyzReadAddress_dff_in = {addressWidth{1'b0}};
                nextState = (start) ? (fillingInputMemoriesState):(idleState);
            end
            fillingInputMemoriesState: begin
                fillingInputMemories = 1'b1;
                S_AXIS_TREADY = 1'b1;
                abcdeWriteAddress_mux_out = (abcdeWriteAddress_dff_out == words-1) ? ({addressWidth{1'b0}}):(abcdeWriteAddress_dff_out + 1'b1);
                abcdeWriteAddress_dff_in = (S_AXIS_TVALID) ? (abcdeWriteAddress_mux_out):(abcdeWriteAddress_dff_out);
                nextState = (abcdeWriteAddress_dff_out == words-1) ? loadingWeightsState:fillingInputMemoriesState;
            end
            loadingWeightsState: begin
                fillingInputMemories = 1'b0;
                loadingWeights_dff_in = 1'b1;
                eReadAddress_dff_in = (eReadAddress_dff_out == words-1) ? ({addressWidth{1'b0}}):(eReadAddress_dff_out + 1'b1);
                nextState = (eReadAddress_dff_out == words-1) ? runningState:loadingWeightsState;
            end
            runningState: begin
                loadingWeights_dff_in = 1'b0;
                validInputs_dff_in = 1'b1;
                abcdReadAddress_dff_in = (abcdReadAddress_dff_out == words-1) ? ({addressWidth{1'b0}}):(abcdReadAddress_dff_out + 1'b1);
                cycleCounter_dff_in = (cycleCounter_dff_out == latency) ? (cycleCounter_dff_out):(cycleCounter_dff_out + 1'b1);              
                wxyzWriteEnable = (cycleCounter_dff_out == latency) ? 1'b1:1'b0;
                wxyzWriteAddress_mux_out = (wxyzWriteAddress_dff_out == words-1) ? ({addressWidth{1'b0}}):(wxyzWriteAddress_dff_out + 1'b1);
                wxyzWriteAddress_dff_in = (cycleCounter_dff_out == latency) ? (wxyzWriteAddress_mux_out):(wxyzWriteAddress_dff_out);
                M_AXIS_TVALID = ((validOutputs_dff_out) && (M_AXIS_TREADY)) ? (1'b1):(1'b0);
                M_AXIS_TLAST = ((validOutputs_dff_out) && (M_AXIS_TREADY)) ? (1'b1):(1'b0);
                validOutputs_dff_in = (cycleCounter_dff_out == latency) ? (1'b1):(1'b0);
                wxyzReadAddress_mux_out = (wxyzReadAddress_dff_out == words-1) ? ({addressWidth{1'b0}}):(wxyzReadAddress_dff_out + 1'b1);
                wxyzReadAddress_dff_in = ((validOutputs_dff_out_0) && (M_AXIS_TREADY)) ? (wxyzReadAddress_mux_out):(wxyzReadAddress_dff_out);
                nextState = (interrupt) ? (idleState):(runningState);
            end
        endcase
    end
endmodule
==> run.sh <==
#!/bin/bash
# OpenROAD 26Q1-2900-gdf79404cd8, Yosys 0.63+post, stock flow scripts
make -C /OpenROAD-flow-scripts/flow DESIGN_CONFIG=/design/flow/config.mk WORK_HOME=/design/flow/orfs finish
==> config.mk <==
export PLATFORM = sky130hd
export DESIGN_NAME = fsm
export DESIGN_NICKNAME = fsm
export VERILOG_FILES = /design/flow/design.v
export SDC_FILE = /design/flow/constraint.sdc
export NUM_CORES = 4
export LEC_CHECK = 1
export CORE_AREA = 10 10 74 74
export DIE_AREA = 0 0 84 84
export SYNTH_HDL_FRONTEND = slang
==> constraint.sdc <==
current_design fsm

set clk_period 1.7
set clk_io_pct 0.2

create_clock -name clk0 -period $clk_period [get_ports {clk}]

set non_clock_inputs [all_inputs -no_clocks]
set_input_delay [expr $clk_period * $clk_io_pct] -clock clk0 $non_clock_inputs
set_output_delay [expr $clk_period * $clk_io_pct] -clock clk0 [all_outputs]
==> results.json <==
{
  "total_power_uw": 741,
  "fa_ha_area_frac": 0.0366,
  "logic_family": "simple AND/OR/NAND/NOR gates",
  "fillCellCount": 428,
  "die_x_um": 84,
  "synthDistinctLibCells": 25,
  "hold_viol_final": 0,
  "worstSetupEndpoint": "M_AXIS_TVALID",
  "stdcell_count": 138,
  "tightest_slew_ps": 337,
  "coreArea_sq_um": 3970,
  "first_iter_violations": 49,
  "ys_seq_share": 0.497,
  "clock_latency_ps": 250,
  "post-route-util": 0.248,
  "diodes": 0,
  "synth_warnings": 0,
  "fp_util": 0.172,
  "numPortBuffers": 17,
  "rr_startpoint": "dff_cycleCounter.q[1]$_SDFFE_PP0P_",
  "worstPathMaxFanout": 7,
  "grt_pass1_wl_um": 2270,
  "drv_slew": 0,
  "setup_viol": 0,
  "simple_gate_share": 0.245,
  "ir_worst_vdd_uv": 399,
  "aoi_share": 0.0640,
  "largest_area_cell": "dfxtp_1",
  "rr_endpoint": "dff_cycleCounter.q[1]$_SDFFE_PP0P_",
  "yosys.area_share.xor_xnor": 0.0256,
  "rsz0062_at_grt": "no",
  "dp.cells": 134,
  "drv_cap": 0,
  "vias": 500,
  "status": "completed",
  "via_per_inst": 3.62,
  "ios": 19,
  "path_class": "reg -> out",
  "area_delta_synth_final_pct": 44.1,
  "setup_slack_ps": 90.9,
  "synth_top_area_share": 0.497,
  "grt_overflow": 0,
  "place_congestion": 0.699,
  "final_antenna_net_count": 0,
  "cts.sinks": 17,
  "cpPeakStageDelay_ps": 460,
  "leakagePower_uw": 0.000369,
  "dr.pass1.iters": 2,
  "cts_tree": "done",
  "clockBufferDepth": 2,
  "slew_headroom": 0.775,
  "post-route-min-period_ps": 1610,
  "worstPathCellList": "and3_4 > clkdlybuf4s50_1",
  "path_clk_slew_ps": 70,
  "avgSynthCellArea_sq_um": 10.4,
  "fmax_mhz": 621,
  "drive_above_1_share": 0.216,
  "start_kind": "flop",
  "tool_warnings": 27,
  "hold_buffers": 0,
  "grtUsageTotal": 0.0378,
  "place_ws_ps": -97.1,
  "cts_buffers": 3,
  "grt_pass1_vias": 507,
  "dp_hpwl_um": 1060,
  "dieArea_sq_um": 7060,
  "num_rows": 23,
  "period_used_share": 0.947,
  "end_kind": "output port",
  "critPathLaunch": "state.q[3]$_DFF_P_",
  "rr_worst_depth": 5,
  "h-tree-depth": 1,
  "detail_route.wl_per_cell_um": 9.93,
  "yosys_area_sq_um": 684,
  "worst_path_max_delay_cell": "clkdlybuf4s50_1",
  "drcViolationCount": 0,
  "cts_setup_buffers": 0,
  "die-height_um": 84,
  "p_per_area_nw_per_um2": 752,
  "cts_root_buffer": "clkbuf_8",
  "synth_flops": 17,
  "grt_max_degree": 13,
  "required_ps": 1360,
  "synthesis.area_sq_um": 684,
  "arrival_ps": 1270,
  "mux_area_frac": 0.0585,
  "rrSetupSlack_ps": 600,
  "top_cells_by_area": "dfxtp_1, nand3b_1, mux2i_1, or3b_1, ha_1",
  "antenna_found_initial": 0,
  "hold_ws_ps": 414,
  "synthCells": 66,
  "hold_path.class": "reg -> reg",
  "yosysCellCount": 66,
  "wl_um": 1370,
  "fin_worst_skew_ps": 3.53
}
## layout by cell type, fill, tap and decap left out, types with 3 or more instances in the layout
| master | netlist | final |
|---|---|---|
| clkdlybuf4s50_1 | 0 | 15 |
| dfxtp_1 | 17 | 14 |
| clkbuf_8 | 0 | 3 |
| nor2b_1 | 4 | 4 |
| nand2b_1 | 3 | 3 |
| buf_4 | 2 | 6 |
| nand3b_1 | 6 | 6 |
| a21oi_1 | 4 | 4 |
| mux2i_1 | 4 | 4 |
| or3b_1 | 3 | 3 |
## sequential cells by signal, summed over array words and instances (netlist names)
signal and cells:
state.q 4, dff_validOutputs_0.q 1, dff_eReadAddress.q 1, dff_wxyzReadAddress.q 1
dff_cycleCounter.q 4, dff_abcdReadAddress.q 1, dff_wxyzWriteAddress.q 1, dff_loadingWeights.q 1
dff_abcdeWriteAddress.q 1, dff_validInputs.q 1, dff_validOutputs.q 1
## per-stage QoR
stage / TNS, ps / cell area (sq um)
floorplan: 0 / 684
global placement: -195 / 927
detailed placement: -194 / 927
CTS: 0 / 982
global route: 0 / 986
finish: 0 / 986
## per-layer routing
layer | vias to the layer above | GRT usage | share of wire
met3 | 0 | 0.0256 | 0.10
li1 | 267 | - | -
met1 | 219 | 0.0469 | 0.50
met4 | 0 | 0.00152 | 0
met2 | 14 | 0.0557 | 0.40
met5 | - | 0 | 0
## cells by family after synthesis
logic type / after synthesis
flip-flops: 17
adder cells (fa/ha/maj): 2
buffers and inverters: 9
AND-OR/OR-AND: 7
AND/OR/NAND/NOR: 25
XOR/XNOR: 2
multiplexers: 4
## how the worst min path moves through the flow
stage	startpoint	endpoint	slack, ps	depth (start not counted)
final	dff_abcdReadAddress.q$_SDFF_PP0_	dff_abcdReadAddress.q$_SDFF_PP0_	410	1
after global routing	dff_abcdReadAddress.q$_SDFF_PP0_	dff_abcdReadAddress.q$_SDFF_PP0_	450	1
after CTS	dff_abcdReadAddress.q$_SDFF_PP0_	dff_abcdReadAddress.q$_SDFF_PP0_	420	1
## area by class of cell
type | count | area (sq um) | share of cell area
multi-input cells | 40 | 302 | 0.306
repair buffers | 23 | 214 | 0.217
inverters | 4 | 15.0 | 0.0152
clock buffers | 3 | 41.3 | 0.0419
flip-flops and latches | 17 | 347 | 0.352
clock inverters | 1 | 5.00 | 0.00508
well taps | 50 | 62.6 | 0.0635
## Yosys cell counts
cell	count
nor3b_1	1
o21ai_0	1
nand3b_1	6
and3_2	1
and3b_1	1
a21oi_1	4
and2_2	1
or3b_1	3
mux2i_1	4
nor2_1	1
inv_1	4
nand2_1	2
dfxtp_1	17
buf_4	2
a21bo_2	1
buf_6	1
nand2b_1	3
clkbuf_1	1
ha_1	2
o2bb2ai_1	1
buf_2	1
nor2b_1	4
nor3_1	1
xnor2_1	2
nand3_1	1
## worst max-delay path, delay by kind of cell (launching register included)
kind | cells | cell delay (ps)
and+or+nand+nor | 1 | 180
DFF | 1 | 390
buffers and inverters | 1 | 460
## what timing repair did
item | CTS | global route
pin swaps | 0 | 0
resized | 10 | 2
endpoints found under the setup margin | 3 | 3
hold endpoints to repair | 0 | 0
## where the power goes
part           internal (uW)  switching (uW)  leakage [uW]  total (uW)
Sequential               402            4.35      0.000139         406
Combinational           27.2            11.9      0.000204        39.1
Clock                    162             133     0.0000255         296
Power is estimated from default activity; no workload was simulated.
