**/design/flow/design.v**
```verilog
module mem
#(
	parameter bits = 8,
	parameter words = (2*2),
	parameter address = $clog2(words)  
)
(
	input logic clk,
	input logic w_enbl,
	input logic [address-1:0] w_addr,
	input logic [bits-1:0] w_data,
	input logic [address-1:0] r_addr,
	output logic [bits-1:0] r_data
);
	(* ram_style = "block" *) logic [bits-1:0] memory [words-1:0];
	always @ (posedge clk) begin
		if(w_enbl)
			memory[w_addr] <= w_data;
		r_data <= memory[r_addr];
	end
endmodule
```
**/design/flow/run.sh**
```bash
#!/bin/bash
# OpenROAD 26Q1-2900-gdf79404cd8, Yosys 0.63+post, stock flow scripts
make -C /OpenROAD-flow-scripts/flow DESIGN_CONFIG=/design/flow/config.mk WORK_HOME=/design/flow/orfs finish
```
**/design/flow/config.mk**
```make
export PLATFORM = sky130hd
export DESIGN_NAME = mem
export DESIGN_NICKNAME = mem
export VERILOG_FILES = /design/flow/design.v
export SDC_FILE = /design/flow/constraint.sdc
export NUM_CORES = 4
export LEC_CHECK = 1
export CORE_AREA = 10 10 100 100
export DIE_AREA = 0 0 110 110
```
**/design/flow/constraint.sdc**
```tcl
current_design mem

set clk_period 1.6
set clk_io_pct 0.2

create_clock -name clk0 -period $clk_period [get_ports {clk}]

set non_clock_inputs [all_inputs -no_clocks]
set_input_delay [expr $clk_period * $clk_io_pct] -clock clk0 $non_clock_inputs
set_output_delay [expr $clk_period * $clk_io_pct] -clock clk0 [all_outputs]
```
==> deck_impl_summary.md <==
Flow Results at a Glance

Run status
  – Outcome: finished, final reports clean

Flow run
  – Tool Warnings: 25
  – Max-cap violations: 0

Timing
  – Crit share post-route: 88.6%
  – Max Fclk: 0.706 GHz
  – RSZ-0062 raised after global routing: false
  – Setup TNS: 0 ns
  – Max-slew violation count: 0
  – Final setup vio count: 0
  – Fin. Hold Viols: 0
  – Slew margin rel.: 73.2%
  – Slew @ Worst Pin: 0.401 ns
  – Worst Skew: 0.00204 ns
  – Hold WS: 0.556 ns
  – Minimum clock period: 1.42 ns

Finish
  – Fin area: 1860 um^2
  – Area grow syn2layout: 38.2%
  – Most frequent logic cell in the layout: edfxtp_1
  – FILL cells: 789
  – Most instantiated logic cells after routing: edfxtp_1, clkdlybuf4s50_1, mux4_2, dfxtp_1, clkbuf_8
  – Flip-flop and latch area: 1120 um^2
  – Comb gate area: 211 um^2
  – Layout cells sized above 1: 22.1%

Route
  – Vias: 612
  – Vias/cell: 3.26
  – DRC errors left: 0
  – First-pass iteration count of the detailed router: 3
  – Routed WL: 2.36 mm
  – Starting DRT DRC Count: 22
  – Number of antenna diodes: 0
  – Final ANT Viol Nets: 0
  – Wire length per cell: 12.5 um

Floorplanning
  – I/O pins: 22
  – Core ar.: 7810 um^2
  – Die area: 12,100 um^2
  – Die X: 110 um
  – Row Count: 32
  – Floorplan core density: 17.3%
  – Die height: 110 um

Synth
  – Cell taking the most area after synthesis: edfxtp_1
  – Yosys cell count: 54
  – Yosys reg bits: 40
  – Cell Type Count: 8
  – Top cells, area: edfxtp_1, mux4_2, dfxtp_1
  – Synth warn: 1
  – Mapped Avg Cell Area: 25.0 um^2
  – Dominant cell area share: 71.2%
  – Mapped cell area: 1350 um^2
  – Synth Instances: 54
  – Yosys Chip Area: 1350 um^2
  – Sequential-to-total area share from yosys stat: 83.1%

Setup path
  – Critical Path, Cell by Cell: clkdlybuf4s50_1
  – Slowest stage delay, CP: 0.47 ns
  – Setup crit end kind: output port
  – Critical Path RT: 1.28 ns
  – CP arrival: 1.10 ns
  – Type of the worst setup path: flop to output port
  – Max FO, Critical Path: 1
  – Delay-heaviest family, CP: buffers and inverters
  – Crit path launch type: flop
  – Slowest CP cell: clkdlybuf4s50_1
  – Bufs and invs on worst path: 1

Power and ir drop
  – Leak: 0.000609 uW
  – Sequential Power Share: 56.5%
  – Internal power: 1750 uW
  – Final Power: 2130 uW
  – Worst vdd ir: 0.000315 V
  – Power Dens Cells: 1140 nW/um^2
  – Sw power: 378 uW
  – Logic gate share of total power: 7.3%
  – Switching share of power: 17.8%
  – Proportion of power drawn by the clock network: 36.1%

Place
  – GP Congestion: 0.698
  – Port Buffers: 21
  – Placement Cell Area: 1760 um^2

Clock network
  – Root Buffer: clkbuf_8
  – Post_cts resized: 0
  – Bufs on Longest Clock Path: 2
  – Post-CTS Setup Bufs: 0
  – Clock sink count: 40
  – CTS tree: done
  – H-tree depth: 2
  – Clk Latency, worst-skew pair: 0.29 ns
  – Clk slew on worst S/H paths: 0.07 ns
  – Cts bufs inserted: 5
  – Cts hold-fix bufs: 0

Global route
  – Largest net degree at the start of global routing: 13
  – Global-route wire length before repair: 3.48 mm
  – Grt ovf: 0
  – GR Util All Layers: 3.97%
  – Initial antenna violation count: 0
  – Vias in the first global route: 691

Min path
  – Hold WC Path Type: flop to flop
-- worst paths after layout --
kind | endpoint | startpoint | slack [ns] | cells past startpoint
setup / recovery | r_data[6] | r_data[6] | 0.18 | 1
hold / removal | r_data[5] | memory[3][5] | 0.56 | 1
setup reg to reg | r_data[0] | memory[0][0] | 0.63 | 1
hold reg to reg | r_data[5] | memory[3][5] | 0.56 | 1
-- stage by stage --
step	instances	setup WS, ns	utilization, %
3_5_place_dp	180	-0.0279	22.5
6_report	188	0.183	23.9
5_1_grt	188	0.138	23.9
3_3_place_gp	180	-0.00459	22.5
4_1_cts	188	0.138	23.9
2_1_floorplan	54	0.216	-
-- state kept, by name (all words and copies together) (netlist names) --
signal and flops:
r_data 8, memory 32
-- power groups by stage --
| stage | logic [uW] | registers (uW) | clock network [uW] |
|---|---|---|---|
| finish | 156 | 1200 | 768 |
| CTS | 161 | 1200 | 791 |
| global route | 167 | 1210 | 832 |
-- cells by family (layout without fill, tap and decap cells) --
family,count (synthesis),after routing,share of synthesized area (%)
flip-flops,40,40,83.1
multiplexers,8,8,13.4
AND/OR/NAND/NOR,4,4,2.32
buffers and inverters,2,34,1.21
-- synth_stat cells, drive strengths merged --
library cell  number
clkbuf             1
nor3b              1
and3b              2
mux4               8
buf                1
edfxtp            32
dfxtp              8
and3               1
-- layer usage --
| metal | vias to the layer above | GRT usage [%] | part of all wire [%] |
|---|---|---|---|
| met5 | - | 0 | 0 |
| met4 | 0 | 0.743 | 2.0 |
| met3 | 7 | 2.76 | 12 |
| met2 | 25 | 6.52 | 48 |
| met1 | 298 | 4.16 | 38 |
| li1 | 282 | - | - |
-- layout make-up --
| class | instances | share of cell area (%) |
|---|---|---|
| Tap cell | 102 | 6.85 |
| Sequential cell | 40 | 60.1 |
| Timing Repair Buffer | 26 | 16.0 |
| Clock buffer | 5 | 3.69 |
| Multi-Input combinational cell | 12 | 11.3 |
| Clock inverter | 3 | 2.01 |
Power is estimated from default activity; no workload was simulated.
