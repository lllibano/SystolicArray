**config.mk**
```make
export PLATFORM = sky130hd
export DESIGN_NAME = add
export DESIGN_NICKNAME = add
export VERILOG_FILES = /design/flow/design.v
export SDC_FILE = /design/flow/constraint.sdc
export NUM_CORES = 4
export LEC_CHECK = 1
export CORE_AREA = 10 10 98 98
export DIE_AREA = 0 0 108 108
```
**constraint.sdc**
```tcl
current_design add

set clk_period 15.1
set clk_io_pct 0.2

create_clock -name clk0 -period $clk_period

set non_clock_inputs [all_inputs -no_clocks]
set_input_delay [expr $clk_period * $clk_io_pct] -clock clk0 $non_clock_inputs
set_output_delay [expr $clk_period * $clk_io_pct] -clock clk0 [all_outputs]
```
**design.v**
```verilog
module add
#(
    parameter aBits = 16,
    parameter bBits = 32,
    parameter signExtension = bBits-aBits,
    parameter zBits = 33
)
(
    input logic [aBits-1:0] a,
    input logic [bBits-1:0] b,
    input logic carryIn,
    output logic [zBits-1:0] z
);
    logic [bBits-1:0] a_signExtended;
    assign a_signExtended = (a[aBits-1]) ? {{signExtension{1'b1}}, a}:{{signExtension{1'b0}}, a};
    assign z = a_signExtended+b+carryIn;
endmodule
```
**run.sh**
```bash
#!/bin/bash
# OpenROAD 26Q1-2900-gdf79404cd8, Yosys 0.63+post, stock flow scripts
make -C /OpenROAD-flow-scripts/flow DESIGN_CONFIG=/design/flow/config.mk WORK_HOME=/design/flow/orfs finish
```
==> results.txt <==
simple-gate share of the synthesized area: 0.172
Cell variety after synth: 43
number of global-route vias before repair: 2019
Leak Pwr: 1.15 nW
routability cong.: 0.840
critical path's slowest cell: fa_1
PwrDens: 48.2 mW/mm^2
register area: 0 um^2
most frequent cells in the layout: clkdlybuf4s50_1 (82), ha_1 (31), a21oi_1 (29), a21o_1 (23), nand2_1 (21)
Max-Cap Viols: 0
RSZ-0062 raised after global routing: no
gr usage total: 0.0978
first-pass GRT wire length: 9610 um
Max Freq: 107 MHz
Post-synth seq share: 0
status: completed
clock buffer count: 0
Slew HR: 0.507
share of cells above drive strength 1: 0.0222
core footprint: 0.00765 mm^2
post-CTS setup buffer count: 0
num rows: 32
synthesized area: 0.00174 mm^2
Avg Cell Area, Syn: 7.10 um^2
crit path DRT: 12.08 ns
Worst Hold Class: input port to primary output
Reg power frac: 0
setup tns final: 0 ns
Cell Int Power: 0.0753 mW
Pins Over Slew Limit: 0
Buf/Inv on CP: 2
Slowest Stage Delay on Critical Path: 0.47 ns
Startpoint Class: input port
Least-Margin Pin Slew: 0.738 ns
Final setup viols: 0
post-CTS sizing: 0
Net Switching: 0.0519 mW
most instantiated logic cell after routing: clkdlybuf4s50_1
FILL cells: 800
met3 usage: 0.0205
GRT met1 Usage: 0.127
drt wl/cell: 13.9 um
Crit Path Class: input port to primary output
utilization after layout: 0.345
sequence of cells on the critical path: clkdlybuf4s50_1 > fa_1 > fa_1 > a21o_1 > a221oi_2 > o31ai_2 > a21o_1 > a21oi_2 > a21oi_1 > a221o_1 > clkdlybuf4s50_1
Die W: 108 um
routed wire length: 5790 um
fin crit period: 9.36 ns
first drt pass iteration count: 4
CP Data Arrival Time: 6.34 ns
xor+xnor area frac: 0.136
GR peak layer: met2
largest net degree at the start of global routing: 18
post-DP HPWL: 5100 um
number of antenna diodes: 0
Port Buffers: 82
initial antenna violation count: 0
Post-synth mux share: 0.00576
Die ar.: 0.0117 mm^2
VDD IR-drop max: 17.5 uV
crit path max fanout: 3
part of the power in the clock network: 0
flip-flops: 0
met2 GRT Util: 0.172
hold-fix buffers at CTS: 0
stage-log warning count: 32
Final ANT Viol Nets: 0
Die Y: 108 um
Sw Share: 0.408
total grt overflow: 0
yosys stat chip area: 0.00174 mm^2
yosys adder share: 0.246
vias after detailed routing: 2039
Post-Synth AOI/OAI Area: 0.403
initial drt markers: 97
crit end category: primary output
vias per cell: 4.89
Hold Violations, Final: 0
Logic pwr share: 1.000
Cells after Synth: 245
CP top delay family: AND-OR/OR-AND gates
Syn-to-layout area delta: 51.9%
final cycle utilization of the critical path: 0.620
yosys cell count: 245
I/O Pins: 82
synth warn: 0
drc violations: 0
Init Core Util: 0.227
Main logic family: AND-OR/OR-AND gates
hold slack: 7.12 ns
-- final cells by class --
| cell class | count | area (um^2) | area share |
|---|---|---|---|
| Inverter | 5 | 18.8 | 0.00711 |
| Multi-Input combinational cell | 228 | 1670 | 0.634 |
| Tap cell | 102 | 128 | 0.0483 |
| Timing Repair Buffer | 82 | 821 | 0.311 |
-- worst paths after layout --
kind	cells past startpoint	startpoint	end
hold / removal	3	carryIn	z[0]
setup / recovery	11	a[0]	z[32]
-- per-stage QoR --
step / setup slack [ns] / std cells / instance area [um^2] / power [mW]
finish: 5.74 / 417 / 2640 / 0.127
global route: 5.41 / 417 / 2640 / 0.142
CTS: 5.69 / 417 / 2640 / 0.130
detailed placement: 5.70 / 417 / 2640 / 0.129
global placement: 5.72 / 417 / 2640 / 0.129
floorplan: 6.77 / 245 / 1740 / 0.0614
-- power groups by stage --
stage	combinational, mW	clock, mW	sequential (mW)
5_1_grt	0.142	0	0
4_1_cts	0.130	0	0
6_report	0.127	0	0
-- logic make-up (layout without fill, tap and decap cells) --
kind of cell               after synthesis  after routing
AOI/OAI and AO/OA                      105            105
and+or+nand+nor                         62             62
adders and majority gates               33             33
xor gates and xnor gates                27             27
buffers and inverters                   17             87
muxes                                    1              1
-- synth_stat cells, drive strengths merged, types with 2 or more instances --
master / instances / area [um^2]
nand4: 4 / 25.0
nand2b: 3 / 18.8
o311a: 2 / 20.0
fa: 2 / 40.0
a221o: 2 / 20.0
a221oi: 2 / 23.8
xnor2: 14 / 123
nor4: 2 / 12.5
and3: 3 / 18.8
o31ai: 4 / 35.0
o21ai: 17 / 85.1
and4: 2 / 17.5
a31oi: 7 / 43.8
o21bai: 4 / 30.0
o21a: 2 / 15.0
nand2: 21 / 78.8
ha: 31 / 388
a21o: 23 / 173
clkbuf: 12 / 46.3
nand3: 7 / 35.0
or3: 3 / 18.8
xor2: 13 / 114
inv: 5 / 18.8
a21oi: 31 / 163
nor2: 13 / 48.8
a211oi: 3 / 22.5
-- metal layers --
metal / vias up / routed length [um]
li1: 1080 / -
met1: 925 / 2620
met2: 34 / 2820
met3: 0 / 359
met4: 0 / 0
met5: - / 0
Power figures rest on the tool's default switching activity, not on a simulated workload.
